==> design/flow/design.v <==
module code(
    input Clk,
    input Reset,
    input Slt,
    input En,
    output [63:0] Output0,
    output [63:0] Output1
    );
	 reg [63:0] reg0;
	 reg [63:0] reg1;
	 reg [63:0] tmp;
	 integer t=0;
	always @(posedge Clk)begin
		if(Reset)begin
			reg0<=0;
			reg1<=0;
			t=0;
		end
		else begin
			if(En)begin
				if(!Slt)
                begin
					tmp=reg0;
					reg0=tmp+1;
				end
				else
                begin
					t=t+1;
					if(t%4==0)
                    begin
						tmp=reg1;
						reg1=tmp+1;
					end
				end	
			end
		end
	end
	assign Output0=reg0;
	assign Output1=reg1;
endmodule
==> design/flow/run.sh <==
#!/bin/bash
# OpenROAD 26Q1-2900-gdf79404cd8, Yosys 0.63+post, stock flow scripts
make -C /OpenROAD-flow-scripts/flow DESIGN_CONFIG=/design/flow/config.mk WORK_HOME=/design/flow/orfs finish
==> design/flow/config.mk <==
export PLATFORM = sky130hd
export DESIGN_NAME = code
export DESIGN_NICKNAME = code
export VERILOG_FILES = /design/flow/design.v
export SDC_FILE = /design/flow/constraint.sdc
export NUM_CORES = 4
export LEC_CHECK = 1
export CORE_UTILIZATION = 40
==> design/flow/constraint.sdc <==
current_design code

set clk_period 8.9
set clk_io_pct 0.2

create_clock -name clk0 -period $clk_period [get_ports {Clk}]

set non_clock_inputs [all_inputs -no_clocks]
set_input_delay [expr $clk_period * $clk_io_pct] -clock clk0 $non_clock_inputs
set_output_delay [expr $clk_period * $clk_io_pct] -clock clk0 [all_outputs]
==> Implementation_results.wiki <==
=== Physical design figures ===
{| class="wikitable"
! Metric !! Value
|-
| Sequential cell area || 2603 um^2
|-
| GRT overflow || 0
|-
| Number of slew-limit violations in the final report || 0
|-
| Num rows || 45
|-
| Warnings, synthesis || 1
|-
| Number of antenna violations at the first check in global routing || 0
|-
| Sequential share of the synthesized area || 41.66%
|-
| Die area || 16,120 um^2
|-
| Run status || completed
|-
| Max-slew headroom at the worst pin || 39.79%
|-
| CTS sink count || 130
|-
| Relative contribution of the clock network to total power || 52.3%
|-
| Number of CTS-inserted buffers || 17
|-
| Net switching power of the design || 264.3 uW
|-
| WL/cell || 15.34 um
|-
| FF+latch count, synth || 130
|-
| Synthesized instance count || 770
|-
| Number of endpoints failing setup at the final stage || 0
|-
| Count of vias placed by the detailed router || 6,196
|-
| Synth-to-Final Area Change || 32.49%
|-
| Multi-input gate area in the final layout || 3488 um^2
|-
| Critical path startpoint category || primary input
|-
| Via/cell ratio || 5.658
|-
| Cell area after synthesis || 6247 um^2
|-
| Async SR Flop Fraction || 0%
|-
| CTS Hold Buffers Added || 0
|-
| Share of the clock period used by the worst path after layout || 48.50%
|-
| Yosys chip area || 6247 um^2
|-
| Wire length of the first global-routing pass || 27,610 um
|-
| Number of antenna-violating nets in the routed design || 0
|-
| Number of buffers added on ports || 131
|-
| CP Buf/Inv Count || 1
|-
| CP cell instances || clkdlybuf4s50_1 > nand4_4 > or4_1 > or3_4 > or4_1 > a21oi_1
|-
| Number of flops mapped to enable cells by yosys || 0
|-
| Family of cells with the greatest summed delay on the critical path || simple AND/OR/NAND/NOR gates
|-
| Pin slew with the least headroom to its limit || 894.9 ps
|-
| Peak Freq || 231.7 MHz
|-
| Commonest non-fill, non-tap cells in the layout || sky130_fd_sc_hd__clkdlybuf4s50_1 (130), sky130_fd_sc_hd__dfxtp_1 (130), sky130_fd_sc_hd__nor2_1 (83)
|-
| Post-route setup TNS || 0 ps
|-
| Core area || 15,200 um^2
|-
| OpenROAD warning count || 25
|-
| Initial core utilization || 41.09%
|-
| Buffers from clock root to sink, at most || 2
|-
| Final GP Congestion || 0.8541
|-
| Post-synthesis cell count from yosys || 770
|-
| Data arrival time of the critical path || 4640 ps
|-
| Maximum number of pins on one net before global-route repair || 80
|-
| Switching share of power || 20.94%
|-
| DP Worst Slack || 4210 ps
|-
| Final worst path period need || 4317 ps
|-
| Leakage power total || 2.463 nW
|-
| Worst setup slack after layout || 4583 ps
|-
| Worst hold slack || 464.8 ps
|-
| Critical Path Fanout Max || 11
|-
| Setup clock skew after layout || 10.41 ps
|-
| Number of global-route vias before repair || 5,533
|-
| Diodes inserted || 0
|-
| Buffers inserted during post-CTS setup optimization || 0
|-
| MaxCap Viol Count || 0
|-
| Average footprint of a synthesized cell || 8.113 um^2
|-
| Met2 layer usage reported by global route || 34.23%
|-
| Main flop type after synthesis || sky130_fd_sc_hd__dfxtp_1
|-
| HP Class || reg -> reg
|-
| Comb power frac || 1.4%
|-
| Count of pins on the block boundary || 132
|-
| Stage delay of the slowest cell on the critical path || 750 ps
|-
| Most frequent CP cell || sky130_fd_sc_hd__or4_1
|-
| Type of destination of the critical path || flip-flop
|-
| Power share of the sequential group || 46.3%
|-
| Areal power density over the cells || 152.5 nW/um^2
|-
| Standard cell with the maximum stage delay on the critical path || sky130_fd_sc_hd__or4_1
|-
| Cell-internal power || 998.2 uW
|-
| Chip Height || 127.0 um
|-
| Data required time at the worst endpoint || 9230 ps
|-
| TritonCTS clock tree || done
|-
| Resize count post-CTS || 0
|-
| Latest clock arrival within the worst-skew pair || 410 ps
|-
| Overall fraction of global-route tracks in use || 21.46%
|-
| Sum of routed wire length over all layers || 16,800 um
|-
| Cell chosen for the clock root || sky130_fd_sc_hd__clkbuf_16
|-
| Total number of H-tree levels || 4
|-
| Peak ir drop on the vdd network || 128.2 uV
|-
| Detail Placement HPWL || 11,670 um
|-
| Register clock-pin slew on the reported worst setup and hold paths || 60 ps
|-
| Drt first pass iters || 5
|-
| Unrepaired setup endpoints after global routing || false
|-
| Type of the setup path with the least slack || in -> reg
|-
| GR Util met3 || 3.370%
|-
| Share of post-route cells with drive strength above 1 || 5.513%
|-
| Detailed-route DRC error count || 0
|-
| Hold Vio Cnt, Final || 0
|-
| Layer with the highest usage || met2
|-
| GRT met1 Usage || 32.61%
|-
| Distinct cells, synth || 40
|-
| Horizontal die dimension || 127.0 um
|-
| Fill cells || 1,360
|-
| Detailed Route Iter0 Violations || 366
|}
## path summary, 6_finish.rpt
kind | from | end | slack [ps] | cells past startpoint
worst max-delay path | En | reg1[44] | 4580 | 6
worst min-delay path | t[1] | t[1] | 460 | 2
worst max register to register | reg1[20] | reg1[63] | 6020 | 5
worst min register to register | t[1] | t[1] | 460 | 2
## state kept, by name (all words and copies together), names as in the netlist
register,flops
reg0,64
t,2
reg1,64
## power groups by stage
stage	sequential, mW	clock (mW)	combinational [mW]
after CTS	0.584	0.673	0.0176
after global routing	0.584	0.703	0.0192
final	0.585	0.661	0.0175
## kinds of logic after synthesis
| kind of cell | share of synthesized area, % |
|---|---|
| multiplexers | 0.6809 |
| XOR/XNOR | 8.412 |
| buffers and inverters | 2.604 |
| AND/OR/NAND/NOR | 35.21 |
| AND-OR/OR-AND | 10.84 |
| flip-flops | 41.66 |
| adder cells (fa/ha/maj) | 0.6009 |
## worst min-delay path, delay by kind of cell, from the launching register on
| kind | cells | cell delay, ps |
|---|---|---|
| DFF | 1 | 310 |
| and+or+nand+nor | 1 | 60 |
| AOI/OAI and AO/OA | 1 | 50 |
## synth_stat cells, drive strengths merged (2+ instances only)
master | count | share of area [%]
nand3 | 48 | 4.0
mux2 | 2 | 0.36
nor4 | 24 | 2.5
ha | 3 | 0.60
and2 | 2 | 0.20
nand2 | 53 | 3.2
xor2 | 30 | 4.2
buf | 2 | 0.14
nand4 | 63 | 6.6
or4 | 17 | 2.1
o31ai | 7 | 0.84
nor3 | 18 | 1.4
and4 | 13 | 1.8
dfxtp | 130 | 42
a21oi | 65 | 5.2
or3 | 55 | 5.6
nor2b | 3 | 0.30
inv | 14 | 0.84
mux2i | 2 | 0.32
and3 | 14 | 1.4
or2 | 4 | 0.40
nor2 | 83 | 5.0
xnor2 | 30 | 4.2
clkbuf | 27 | 1.6
o21ai | 53 | 4.2
## cell type report
type | instances | area share [%]
timing repair buffer | 134 | 16.08
clock buffer | 22 | 5.850
tap | 188 | 2.842
sequential | 130 | 31.44
inverter | 14 | 0.6349
multi-input combinational | 597 | 42.15
clock inverter | 10 | 0.9977
## routing by layer
layer | vias to the layer above | share of wire, %
met5 | - | 0
met4 | 0 | 0.85
met3 | 10 | 5.4
met2 | 210 | 45
met1 | 2882 | 49
li1 | 3094 | -
## per-stage QoR
stage          area (um^2)  util [%]  power [mW]  instances
2_1_floorplan         6247         -      0.6078        770
3_3_place_gp          7710     50.72      0.6141       1063
3_5_place_dp          7710     50.72      0.6148       1063
4_1_cts               8277     54.44       1.276       1095
5_1_grt               8277     54.44       1.307       1095
6_report              8277     54.44       1.263       1095
No activity file was given, so power comes from the tool's default toggle rates.
