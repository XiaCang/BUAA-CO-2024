`run.sh`:
```
#!/bin/bash
# OpenROAD 26Q1-2900-gdf79404cd8, Yosys 0.63+post, stock flow scripts
make -C /OpenROAD-flow-scripts/flow DESIGN_CONFIG=/design/flow/config.mk WORK_HOME=/design/flow/orfs finish
```
`config.mk`:
```
export PLATFORM = sky130hd
export DESIGN_NAME = cpu_checker
export DESIGN_NICKNAME = cpu_checker
export VERILOG_FILES = /design/flow/design.v
export SDC_FILE = /design/flow/constraint.sdc
export NUM_CORES = 4
export LEC_CHECK = 1
export CORE_UTILIZATION = 40
```
`constraint.sdc`:
```
current_design cpu_checker

set clk_period 31.6
set clk_io_pct 0.2

create_clock -name clk0 -period $clk_period [get_ports {clk}]

set non_clock_inputs [all_inputs -no_clocks]
set_input_delay [expr $clk_period * $clk_io_pct] -clock clk0 $non_clock_inputs
set_output_delay [expr $clk_period * $clk_io_pct] -clock clk0 [all_outputs]
```
`design.v`:
```
module cpu_checker(
    input clk,
    input reset,
    input [7:0] char,
    input [15:0] freq,
    output [1:0] format_type,
    output [3:0] error_code
);
reg [4:0] status = 0;
integer HexCount=0;
integer DecCount=0;
reg isRegister=1;
integer isTimeError=0;
integer isPcError=0;
integer isAddrError=0;
integer isGrfError=0;
reg [31:0] timeTemp;
reg [31:0] pcTemp;
reg [31:0] addrTemp;
reg [31:0] grfTemp;
reg [31:0] AX;
reg [31:0] BX;
reg [31:0] CX;
reg [3:0] timeErrorCode=4'b0001;
reg [3:0] pcErrorCode=4'b0010;
reg [3:0] addrErrorCode=4'b0100;
reg [3:0] grfErrorCode=4'b1000;
assign format_type = (status==14)?
    (isRegister?2'b01:2'b10):2'b00;
assign error_code = (status==14)?
    (isTimeError?timeErrorCode:0)
    |(isPcError?pcErrorCode:0)
    |(isAddrError?addrErrorCode:0)
    |(isGrfError?grfErrorCode:0):0;
wire isHex = ((char>="a"&&char<="f")||(char>="0"&&char<="9"))?1:0;
wire isDec = (char>8'b00101111&&char<8'b00111010)?1:0;
always @(posedge clk) begin
    if(reset==1)begin
        status<=0;
        HexCount=0;
        DecCount=0;
        isRegister=1;
        isTimeError=0;
        isPcError=0;
        isAddrError=0;
        isGrfError=0;
        timeTemp = 0;
        pcTemp = 0;
        addrTemp = 0;
        grfTemp = 0;
    end
    else begin
        case (status)
            5'd0:
            begin   
                isRegister<=1;
                if(char=="^")
                    status<=1;
                else status<=0;
            end
            5'd1:
            begin
                if(isDec==1)begin
                    status<=2;
                    DecCount<=1;
                    timeTemp <= char - "0";
                end
                else if(char=="^") status<=1;
                else status<=0;
            end
            5'd2:
            begin
                if(isDec==1)begin
                    DecCount<=DecCount+1;
                    timeTemp <= (timeTemp <<< 3) + (timeTemp <<< 1) + (char - "0");
                    if(DecCount==4) status<=0;
                    else status<=2;
                end
                else if(char=="@")  status<=3;
                else if(char=="^")  status<=1;
                else status<=0;
            end
            5'd3:
            begin
                if(isHex==1) begin
                    HexCount<=1;
                    pcTemp <= (char>="a"&&char<="f")?(char - "a" + 10):(char - "0");
                    status<=4;
                end
                else if(char=="^")  status<=1;
                else status<=0;
            end
            5'd4:
            begin
                if(isHex==1) begin
                    HexCount<=HexCount+1;
                    pcTemp <= (pcTemp <<< 4)+ ((char>="a"&&char<="f")?(char - "a" + 10):(char - "0"));
                    if(HexCount==8) status<=0;
                    else status<=4;
                end
                else if(char==":" && HexCount==8)  status<=5;
                else if(char=="^")  status<=1;
                else status<=0;
            end
            5'd5:
            begin
                if(char==" ")  status<=6;
                else if(char=="$")  status<=7;
                else if(char==8'd42)begin
                    status<=15;
                    isRegister<=0;
                end 
                else if(char=="^")  status<=1;
                else status<=0;
            end
            5'd6:
            begin
                if(char=="$")  status<=7;
                else if(char==" ") status<=6;
                else if(char==8'd42) begin
                    status<=15;
                    isRegister<=0;
                end    
                else if(char=="^") status<=1;   
                else status<=0;
            end
            5'd7:
            begin
                if(isDec==1)begin
                    status<=8;
                    grfTemp <= char - "0";
                    DecCount<=1;
                end
                else if(char=="^") status<=1;   
                else status<=0;
            end
            5'd8:
            begin
                if(isDec==1)begin
                    DecCount<=DecCount+1;
                    grfTemp <= (grfTemp <<< 3) + (grfTemp <<< 1) + (char - "0");
                    if(DecCount==4) status<=0;
                    else status<=8;
                end
                else if(char=="<")  status<=10;
                else if(char==" ")  status<=9;
                else if(char=="^")  status<=1;
                else status<=0;
            end
            5'd9:
            begin
                if(char==" ")  status<=9;
                else if(char=="<") status<=10;
                else if(char=="^")  status<=1;
                else status<=0;
            end
            5'd10:
            begin
                if(char=="=")  status<=11;
                else if(char=="^")  status<=1;
                else status<=0;
            end
            5'd11:
            begin
                if(char==" ")  status<=12;
                else if(isHex) begin
                    HexCount<=1;
                    status<=13;
                end
                else if(char=="^")  status<=1;
                else status<=0;
            end
            5'd12:
            begin
                if(char==" ")  status<=12;
                else if(isHex) begin
                    HexCount<=1;
                    status<=13;
                end
                else if(char=="^")  status<=1;
                else status<=0;
            end
            5'd13:
            begin
                if(isHex==1) begin
                    HexCount<=HexCount+1;
                    if(HexCount==8) status<=0;
                    else status<=13;
                end
                else if(char=="#" && HexCount==8) begin
                    status<=14;
                    isTimeError <= (((timeTemp & ((freq >> 1) - 1))== 0)&& (timeTemp > 0))  ? 0 : 1;
                    isPcError <= ((pcTemp>= 32'h0000_3000 && pcTemp <= 32'h0000_4fff) && ( (3 & pcTemp) == 0) )? 0 : 1;
                    if(isRegister) begin
                        isGrfError <= (grfTemp >= 0 && grfTemp <= 31) ? 0 : 1;
                        isAddrError <= 0;
                    end
                    else begin
                        isAddrError <= ((addrTemp>= 32'h0000_0000 && addrTemp <= 32'h0000_2fff) && ( (3 & addrTemp) == 0)) ? 0 : 1;
                        isGrfError<= 0;
                    end
                end 
                else if(char=="^")  status<=1;
                else status<=0;
            end
            5'd14:
            begin
                if(char=="^")  status<=1;
                else status<=0;
            end
            5'd15:
            begin
                if(isHex) begin
                    HexCount<=1;
                    addrTemp <= (char>="a"&&char<="f")?(char - "a" + 10):(char - "0");
                    status<=16;
                end
                else if(char=="^")  status<=1;
                else status<=0;
            end
            5'd16:
            begin
                if(isHex) begin
                    HexCount<=HexCount+1;
                    addrTemp <= (addrTemp <<< 4) + ((char>="a"&&char<="f")?(char - "a" + 10):(char - "0"));
                    if(HexCount==8) status<=0;
                    else status<=16;
                end
                else if(char=="<" && HexCount==8)  status<=10;
                else if(char==" " && HexCount==8)  status<=9;
                else if(char=="^")  status<=1;
                else status<=0;
            end
        endcase
    end
end    
endmodule
```
==> flow_metrics.tcl <==
# implementation run metrics
set metrics [dict create \
    die_height_um 205 \
    postSynthSeqShare_pct 24.5 \
    num_vias 14700 \
    switching_share_pct 25.2 \
    core_area_um2 40700 \
    die_x_um 205 \
    ioPinCount 32 \
    powerDensity_nw_per_um2 34.4 \
    pwr-share-seq_pct 40.7 \
    hpwl_um 29300 \
    cts.clk_slew.worst_paths_ns 0.06 \
    fin_crit_sh_pct 38.4 \
    status "finished clean" \
    cts-hold-fix-buffers 0 \
    synth_top_flop_cell "dfxtp_1" \
    yosys_area_um2 16500 \
    ir_drop_uv 40.6 \
    warning_count 36 \
    viasPerCell 5.64 \
    wl_per_cell_um 15.7 \
    yosysTopAreaCell "dfxtp_1" \
    placementRows 74 \
    fin_skew_ns 0.0154 \
    htree_num_levels 1 \
    area_delta_synth_final_pct 10.3 \
    cts_tree "built" \
    clockBufferDepth 3 \
    busiest_layer "met1" \
    r2r_cells 12 \
    grt_max_degree 45 \
    path_common_cell "ha_1" \
    first_pass_iters 5 \
    place_congestion 0.937 \
    post_cts_buffers 0 \
    synth-edff-count 0 \
    setup_tns_ns 0 \
    crit_buf_inv 4 \
    startpoint_type "primary input" \
    crit_arrival_ns 12.54 \
    grt_overflow 0 \
    slew_headroom_pct 39.3 \
    max_stage_delay_ns 0.88 \
    yosys_cells 2045 \
    tightest_slew_ns 0.904 \
    drt_iter0_drc 887 \
    r2r_setup_slack_ns 27.94 \
    synth_cell_type_count 96 \
    root_buffer "clkbuf_16" \
    max_cap_violations 0 \
    required_ns 32.00 \
    comb_power_share_pct 9.6 \
    syn_inst 2045 \
    grt_use_total_pct 20.4 \
    worst-path-stages 24 \
    maxSlewViolCount 0 \
    rsz0062_at_grt "false" \
    finalPower_mw 0.626 \
    p_leak_nw 7.67 \
    final_cell_mix "nor2_1 (226), dfxtp_1 (202), nand2_1 (168)" \
    drive_gt1_share_pct 5.27 \
    setup_viol 0 \
    worst_path_dominant_cell_family "AND-OR/OR-AND gates" \
    async_reset_ff_share_pct 0 \
    crit_chain "clkdlybuf4s50_1 -> inv_1 -> ha_1 -> xor2_1 -> ha_1 -> nor3_1 -> a221oi_1 -> o221ai_1 -> and3b_1 -> nand2_1 -> a21oi_4 -> inv_2 -> buf_4 -> ha_1 -> o21ai_0 -> a21boi_1 -> a211oi_1 -> o21ai_1 -> o211a_1 -> a221o_1 -> a31oi_1 -> xor2_1 -> o2111ai_1 -> o311ai_1" \
    yosysTopAreaCellShare_pct 24.5 \
    clock_sinks 202 \
    grtUsageMet1_pct 31.8 \
    die_area_um2 42100 \
    finalHoldViolCount 0 \
    fmax_mhz 82.4 \
    io_buffers 30 \
    wl_um 40800 \
    hold_class "flip-flop to flip-flop" \
    topCellsByArea "dfxtp_1 (25%), ha_1 (10%), fa_1 (7.3%)" \
    antenna_found_initial 1 \
    p_int_mw 0.468 \
    pwr-share-clk_pct 49.7 \
    ys.flops 202 \
    cts-resized-gates 0 \
    worstPathMaxFanout 34 \
    grt_pass1_wl_um 69100 \
    syn_avg_cell_area_um2 8.07 \
    clock_latency_ns 0.55 \
    grt.met3_usage_pct 3.10 \
    crit_path_end_kind "flip-flop" \
    grt_pass1_vias 13800 \
    initial_core_util_pct 40.5 \
    lay_top_count "nor2_1" \
    switchingPower_mw 0.157 \
    syn_area_um2 16500 \
    numCtsBuffers 25 \
    fin_crit_ns 12.14 \
    yosysWarnings 1 \
    crit_type "primary input to flip-flop" \
    worst_path_max_delay_cell "clkdlybuf4s50_1" \
    ant_nets 0 \
    drc 0 \
    hold_ws_ns 0.455 \
    grtUsageMet2_pct 31.0 \
    min_path_cells 2 \
]
[logic make-up (layout without fill, tap and decap cells)]
| logic type | Yosys count | after routing | synth area share [%] |
|---|---|---|---|
| AND/OR/NAND/NOR | 733 | 733 | 22.0 |
| adder cells (fa/ha/maj) | 192 | 192 | 17.3 |
| AND-OR/OR-AND | 594 | 594 | 23.2 |
| multiplexers | 7 | 7 | 0.425 |
| buffers and inverters | 155 | 179 | 3.97 |
| XOR/XNOR | 162 | 162 | 8.60 |
| other | 0 | 1 | 0 |
| flip-flops | 202 | 202 | 24.5 |
[power by group through the flow]
stage / clock network [mW] / logic (mW) / registers, mW
after global routing: 0.330 / 0.0671 / 0.255
after CTS: 0.319 / 0.0600 / 0.255
final: 0.311 / 0.0599 / 0.255
[cell type report]
| class | instances | area, um2 |
|---|---|---|
| clock buffer | 32 | 712 |
| timing repair buffer | 55 | 483 |
| fill | 3986 | 22500 |
| clock inverter | 14 | 181 |
| inverter | 78 | 293 |
| sequential | 202 | 4040 |
| antenna | 1 | 2.50 |
| multi-input combinational | 1688 | 11800 |
| tap | 532 | 666 |
[flip-flops by register name, summed over array words and instances (netlist names)]
signal	cells
DecCount	32
HexCount	32
addrTemp	32
grfTemp	32
pcTemp	32
timeTemp	32
status	5
isAddrError	1
isGrfError	1
isPcError	1
isRegister	1
isTimeError	1
[path summary, 6_finish.rpt]
kind / to / start
setup / recovery: addrTemp[31] / char[1]
hold / removal: timeTemp[31] / timeTemp[31]
setup reg to reg: grfTemp[31] / grfTemp[8]
hold reg to reg: timeTemp[31] / timeTemp[31]
[through the flow]
step                area, um2  instances  util, %  setup slack, ns
CTS                     18200       2601     44.7            19.55
global placement        17300       2555     42.5            19.02
detailed placement      17300       2555     42.5            18.98
global route            18200       2601     44.7            19.02
finish                  18200       2602     44.7            19.46
floorplan               16500       2045        -            17.26
[per-layer routing]
metal | routed length [um] | vias up
met4 | 804 | 0
met1 | 20300 | 6828
met3 | 2100 | 54
met5 | 0 | -
met2 | 17600 | 309
li1 | - | 7485
[worst min-delay path: stages (launching register included)]
cell     delay (ns)
dfxtp_1        0.31
nand2_1        0.05
o21ai_1        0.05
[Yosys cell counts, types with 21 or more instances]
library cell,instances
a21oi_1,156
nand2_1,168
o21a_1,21
a22oi_1,22
xnor2_1,77
or3_1,22
nand4_1,24
a21o_1,51
inv_1,76
dfxtp_1,202
nor3_1,51
and3_1,23
nand3_1,63
a211oi_1,40
o21ai_0,139
fa_1,60
nor2_1,228
nor4_1,43
xor2_1,85
clkbuf_1,52
ha_1,132
Power figures rest on the tool's default switching activity, not on a simulated workload.
