==> flow/design.v <==
`timescale 1ns / 1ps
module TC(
    input clk,
    input reset,
    input [31:2] Addr,
    input WE,
    input [31:0] Din,
    output [31:0] Dout,
    output IRQ
    );
	reg [1:0] state;
	reg [31:0] mem [2:0];
	reg _IRQ;
	assign IRQ = mem[0][3] & _IRQ;
	assign Dout = mem[Addr[3:2]];
	wire [31:0] load = Addr[3:2] == 0 ? {28'h0, Din[3:0]} : Din;
	integer i;
	always @(posedge clk) begin
		if(reset) begin
			state <= 0; 
			for(i = 0; i < 3; i = i+1) mem[i] <= 0;
			_IRQ <= 0;
		end
		else if(WE) begin
			mem[Addr[3:2]] <= load;
		end
		else begin
			case(state)
				2'b00 : if(mem[0][0]) begin
					state <= 2'b01;
					_IRQ <= 1'b0;
				end
				2'b01 : begin
					mem[2] <= mem[1];
					state <= 2'b10;
				end
				2'b10  : 
					if(mem[0][0]) begin
						if(mem[2] > 1) mem[2] <= mem[2]-1;
						else begin
							mem[2] <= 0;
							state <= 2'b11;
							_IRQ <= 1'b1;
						end
					end
					else state <= 2'b00;
				default : begin
					if(mem[0][2:1] == 2'b00) mem[0][0] <= 1'b0;
					else _IRQ <= 1'b0;
					state <= 2'b00;
				end
			endcase
		end
	end
endmodule
==> flow/run.sh <==
#!/bin/bash
# OpenROAD 26Q1-2900-gdf79404cd8, Yosys 0.63+post, stock flow scripts
make -C /OpenROAD-flow-scripts/flow DESIGN_CONFIG=/design/flow/config.mk WORK_HOME=/design/flow/orfs finish
==> flow/config.mk <==
export PLATFORM = sky130hd
export DESIGN_NAME = TC
export DESIGN_NICKNAME = TC
export VERILOG_FILES = /design/flow/design.v
export SDC_FILE = /design/flow/constraint.sdc
export NUM_CORES = 4
export LEC_CHECK = 1
export CORE_UTILIZATION = 40
==> flow/constraint.sdc <==
current_design TC

set clk_period 7.3
set clk_io_pct 0.2

create_clock -name clk0 -period $clk_period [get_ports {clk}]

set non_clock_inputs [all_inputs -no_clocks]
set_input_delay [expr $clk_period * $clk_io_pct] -clock clk0 $non_clock_inputs
set_output_delay [expr $clk_period * $clk_io_pct] -clock clk0 [all_outputs]
==> results.cfg <==
; physical design summary
[outcome]
outcome = finished clean

[global_routing]
grt_pass1_wl_um = 28300
antenna_found_initial = 0
track_usage = 0.231
grt_pass1_vias = 5276
grt_max_degree = 40
grt-ovfl-total = 0

[power]
clkPwrFrac = 0.429
worst_ir_drop_vdd_mv = 0.203
fin_total_pwr_mw = 1.96
switching_share = 0.223
power.share.combinational = 0.108
powerDensity_nw_per_um2 = 232
seqPwrFrac = 0.464
leakage_nw = 3.11
power_switching_mw = 0.438
p_int_mw = 1.53

[logic_synthesis]
edf_count = 128
synth_cells = 552
ys_seq_frac = 0.580
yosys_area_um2 = 6800
yosys_warnings = 1
syn_area_um2 = 6800
syn_area_per_cell_um2 = 12.3
async_reset_ff_frac = 0
yosys_cells = 552
flop_cell = edfxtp_1
ys.flops = 133
synth_cell_types = 54

[route]
drt_first_pass_iters = 5
drtIter0Drc = 289
wirelength_um = 17900
insertedDiodeCount = 0
vias = 4969
vias_per_cell = 5.65
postRouteAntennaNets = 0
drc = 0
wl_per_cell_um = 20.3

[final_timing]
fin_skew_ns = 0.00493
timing.final.crit_period_ns = 4.65
rsz0062_at_grt = false
drv_slew = 0
fin_crit_sh = 0.638
setup_ws_ns = 2.65
hold_viol = 0
fin_tns_setup_ns = 0
worst-slew-pin-transition_ns = 0.935
setup_viol = 0
relSlewSlack = 0.375
fmaxAchievable_ghz = 0.215

[die]
fp.coreArea_um2 = 16600
pin_count = 98
dieArea_um2 = 17500
chipHeight_um = 132
fp_util = 0.410
core.rowCount = 47
die-width_um = 132

[critical_path]
cp.arrival_ns = 3.19
crit_type = primary input to output pin
cp_slowest_cell = mux4_2
crit_chain = buf_2 -> buf_4 -> mux4_2 -> clkdlybuf4s50_1
end_kind = output pin
startpoint_type = primary input
max_stage_delay_ns = 0.63
cp.required_ns = 5.84
critPathBufInv = 3
crit_path_max_fanout = 37
path_delay_family = buffers and inverters

[clock_network]
cts_root_buf = clkbuf_16
clockBufferDepth = 2
hold_buffers = 0
clock_latency_ns = 0.41
cts_tree = done
ctsResizeCount = 0
clkTransAtPathRegs_ns = 0.06
cts_buffers = 17
cts_sinks = 133
postCtsSetupBuffers = 0
htree_levels = 4

[finish]
area_growth_pct = 24.4
fillers = 1431
seq_area_um2 = 3940
layout.area.comb_um2 = 2810
drive_gt1_frac = 0.153

[placement]
io_buffers = 69
dp_hpwl_um = 11000
dp_slack_ns = 2.58
place_congestion = 0.832

[run]
log.warning_count = 54
cap_violations = 0

[min_path]
hold_path_class = register to register
-- metrics by stage --
step           instances   util  hold WS [ns]  cell area, µm²
2_1_floorplan        579      -         0.423            6900
3_3_place_gp         848  0.474         0.435            7870
3_5_place_dp         848  0.474         0.446            7870
4_1_cts              880  0.510         0.455            8460
5_1_grt              880  0.510         0.474            8460
6_report             880  0.510         0.449            8460
-- cell usage after synthesis, types with 2 or more instances --
library cell	number	area share
a21oi_1	20	0.015
a221oi_1	9	0.012
a31oi_1	3	0.0028
a32o_1	2	0.0029
and2_1	14	0.013
and3_1	12	0.011
and4_1	2	0.0026
buf_1	4	0.0022
clkbuf_1	31	0.017
dfxtp_1	5	0.015
edfxtp_1	128	0.57
ha_1	2	0.0037
inv_1	8	0.0044
mux4_2	32	0.11
nand2_1	43	0.024
nand2b_1	3	0.0028
nand3_1	30	0.022
nand4_1	4	0.0037
nor2_1	81	0.045
nor3_1	24	0.018
nor4_1	13	0.012
nor4_2	4	0.0074
o211ai_1	3	0.0033
o21ai_0	4	0.0029
o21ai_1	2	0.0015
o31ai_1	2	0.0022
or2_2	5	0.0046
or3_1	6	0.0055
or4_1	6	0.0066
xnor2_1	8	0.010
xor2_1	19	0.024
-- cell usage in the layout, fill, tap and decap left out, drive strengths merged, types with 2 or more instances in the layout --
cell type      instances
a21oi                 20
a221oi                 9
a31oi                  4
a32o                   2
and2                  14
and3                  12
and4                   2
buf                   19
bufinv                 3
clkbuf                17
clkdlybuf4s50         67
clkinv                 7
clkinvlp               5
conb                  28
dfxtp                  5
edfxtp               128
ha                     2
inv                    8
mux4                  32
nand2                 43
nand2b                 3
nand3                 30
nand4                  4
nor2                  82
nor3                  24
nor4                  18
o211ai                 3
o21ai                  6
o31ai                  2
or2                    6
or3                    6
or4                    6
xnor2                  8
xor2                  19
-- routing by layer --
layer  vias up  routed length (µm)  track usage
met5         -                   0            0
met4         0                 360       0.0377
met3        22                2020        0.125
met2       273                8400        0.342
met1      2398                7080        0.326
li1       2276                   -            -
-- final cells by class --
type / instances / share of cell area
Multi-Input combinational cell: 401 / 0.332
Timing Repair Buffer: 86 / 0.0956
Inverter: 8 / 0.00355
Clock buffer: 17 / 0.0503
Tap cell: 220 / 0.0325
Sequential cell: 133 / 0.466
Clock inverter: 15 / 0.0194
-- flip-flops by register name (all words and copies together) (netlist names) --
name   flops
mem      128
_IRQ       1
state      4
-- final timing paths --
| path | from | endpoint | slack, ns | cells after the start |
|---|---|---|---|---|
| min reg2reg | state[3]$_DFF_P_ | state[3]$_DFF_P_ | 0.45 | 2 |
| min | state[3]$_DFF_P_ | state[3]$_DFF_P_ | 0.45 | 2 |
| max reg2reg | mem[2][5]$_SDFFCE_PN0P_ | mem[2][28]$_SDFFCE_PN0P_ | 4.44 | 6 |
| max | Addr[2] | Dout[31] | 2.65 | 4 |
-- power groups by stage --
stage	combinational, mW	sequential, mW	clock (mW)
4_1_cts	0.214	0.910	0.852
5_1_grt	0.231	0.916	0.889
6_report	0.211	0.910	0.842
-- worst min-delay path, delay by kind of cell, from the launching register on --
| family | cells | cell delay [ns] |
|---|---|---|
| simple gates | 2 | 0.09 |
| flops | 1 | 0.31 |
-- cells by family after synthesis --
| group | count (synthesis) | synth area share |
|---|---|---|
| AOI/OAI and AO/OA | 58 | 0.0602 |
| xor gates and xnor gates | 27 | 0.0348 |
| adders and majority gates | 2 | 0.00368 |
| buffers and inverters | 45 | 0.0261 |
| DFF | 133 | 0.580 |
| muxes | 33 | 0.108 |
| other | 1 | 0.000552 |
| and+or+nand+nor | 253 | 0.187 |
No activity file was given, so power comes from the tool's default toggle rates.
